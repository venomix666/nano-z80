==> flow/design.v <==
module sd_rw # (
    parameter [2:0] CLK_DIV = 3'd3,      
    parameter       SIMULATE = 0
) (
    input wire	       rstn,
    input wire	       clk,
    output wire	       sdclk,
    inout	       sdcmd, 
    inout [3:0]	       sddat,
    output wire [ 3:0] card_stat,  
    output reg [ 1:0]  card_type,  
    input wire	       rstart, 
    input wire	       wstart, 
    input wire [31:0]  sector,
    output wire	       rbusy,
    output wire	       rdone,
    output reg	       outen,     
    output reg [ 8:0]  outaddr,   
    input  [ 7:0]      inbyte,    
    output reg [ 7:0]  outbyte    
);
reg sddatoe;
reg [3:0] sddatout;  
assign sddat = sddatoe ? sddatout : 4'bzzzz;
wire [3:0] sddatin = sddatoe ? 4'b1111 : sddat;
initial {outen, outaddr, outbyte} = 0;
localparam [1:0] UNKNOWN = 2'd0,       
                 SDv1    = 2'd1,
                 SDv2    = 2'd2,
                 SDHCv2  = 2'd3;
localparam [15:0] FASTCLKDIV = (16'd1 << CLK_DIV) ;
localparam [15:0] SLOWCLKDIV = FASTCLKDIV * (SIMULATE ? 16'd5 : 16'd48);
reg        start  = 1'b0;
reg [15:0] precnt = 0;
reg [ 5:0] cmd    = 0;
reg [31:0] arg    = 0;
reg [15:0] clkdiv = SLOWCLKDIV;
reg [31:0] sectoraddr = 0;
wire       busy, done, timeout, syntaxe;
wire[31:0] resparg;
reg        sdv1_maybe = 1'b0;
reg [ 2:0] cmd8_cnt   = 0;
reg [15:0] rca = 0;
localparam [3:0] CMD0      = 4'd0,
                 CMD8      = 4'd1,    
                 CMD55_41  = 4'd2,    
                 ACMD41    = 4'd3,    
                 CMD2      = 4'd4,    
                 CMD3      = 4'd5,    
                 CMD7      = 4'd6,    
                 CMD55_6   = 4'd7,    
                 READY     = 4'd8,    
                 ACMD6     = 4'd9,    
                 CMD16     = 4'd10,
                 CMD17     = 4'd11,
                 READING   = 4'd12,
                 CMD24     = 4'd13,
                 WRITING   = 4'd14;     
reg [3:0] sdcmd_stat = CMD0;
reg        sdclkl = 1'b0;
localparam [3:0] RWAIT    = 4'd0,
                 RDATA    = 4'd1,
                 RCRC     = 4'd2,
                 RTAIL    = 4'd3,
                 DONE     = 4'd4,
                 RTIMEOUT = 4'd5,
		 WDATA    = 4'd6,
		 WCRC     = 4'd7,
		 WWAITACK = 4'd8,
		 WACK     = 4'd9,
		 WWAIT    = 4'd10,
		 WERR     = 4'd11;
reg [3:0] sddat_stat = RWAIT;
reg [31:0] ridx   = 0;
reg [15:0] data_crc[4];      
reg [15:0] read_crc[4];      
reg [3:0] wdata;   
reg [3:0] wack;
assign     rbusy  = (sdcmd_stat != READY) ;
assign     rdone  = ((sdcmd_stat == READING) || (sdcmd_stat == WRITING)) && (sddat_stat==DONE);
assign card_stat = sdcmd_stat;
function  [15:0] CalcCrc16;
    input [15:0] crc;
    input [ 0:0] inbit;
begin
    CalcCrc16 = {crc[14:0],crc[15]^inbit} ^ {3'b0,crc[15]^inbit,6'b0,crc[15]^inbit,5'b0};
end
endfunction
sdcmd_ctrl u_sdcmd_ctrl (
    .rstn        ( rstn         ),
    .clk         ( clk          ),
    .sdclk       ( sdclk        ),
    .sdcmd       ( sdcmd        ),
    .clkdiv      ( clkdiv       ),
    .start       ( start        ),
    .precnt      ( precnt       ),
    .cmd         ( cmd          ),
    .arg         ( arg          ),
    .busy        ( busy         ),
    .done        ( done         ),
    .timeout     ( timeout      ),
    .syntaxe     ( syntaxe      ),
    .resparg     ( resparg      )
);
task set_cmd;
    input [ 0:0] _start;
    input [15:0] _precnt;
    input [ 5:0] _cmd;
    input [31:0] _arg;
begin
    start  <= _start;
    precnt <= _precnt;
    cmd    <= _cmd;
    arg    <= _arg;
end
endtask
always @ (posedge clk or negedge rstn)
    if(~rstn) begin
        set_cmd(0,0,0,0);
        clkdiv      <= SLOWCLKDIV;
        sectoraddr  <= 0;
        rca         <= 0;
        sdv1_maybe  <= 1'b0;
        card_type   <= UNKNOWN;
        sdcmd_stat  <= CMD0;
        cmd8_cnt    <= 0;
    end else begin
        set_cmd(0,0,0,0);
        if(sdcmd_stat == READING || sdcmd_stat == WRITING) begin
            if(sddat_stat==RTIMEOUT) begin
                set_cmd(1, 96, 17, sectoraddr);    
                sdcmd_stat <= CMD17;
            end else if(sddat_stat==DONE)
                sdcmd_stat <= READY;
            else if(sddat_stat==WERR)              
                sdcmd_stat <= READY;
        end else if(~busy) begin
            case(sdcmd_stat)
                CMD0    :   set_cmd(1, (SIMULATE?512:64000),  0,  'h00000000);
                CMD8    :   set_cmd(1,                 512 ,  8,  'h000001aa);
                CMD55_41:   set_cmd(1,                 512 , 55,  'h00000000);
                ACMD41  :   set_cmd(1,                 256 , 41,  'h40100000);
                CMD2    :   set_cmd(1,                 256 ,  2,  'h00000000);
                CMD3    :   set_cmd(1,                 256 ,  3,  'h00000000);
                CMD7    :   set_cmd(1,                 256 ,  7, {rca,16'h0});
                CMD55_6 :   set_cmd(1,                 256 , 55, {rca,16'h0});
                ACMD6   :   set_cmd(1,                 256 ,  6,  'h00000002);
                CMD16   :   set_cmd(1, (SIMULATE?512:64000), 16,  'h00000200);
                READY   :   if(rstart || wstart) begin 
                                set_cmd(1, 32  , rstart?17:24, (card_type==SDHCv2) ? sector : (sector<<9) );
                                sectoraddr <= (card_type==SDHCv2) ? sector : (sector<<9);
                                sdcmd_stat <= rstart?CMD17:CMD24;
		            end
            endcase
        end else if(done) begin
            case(sdcmd_stat)
                CMD0    :   sdcmd_stat <= CMD8;
                CMD8    :   if(~timeout && ~syntaxe && resparg[7:0]==8'haa) begin
                                sdcmd_stat <= CMD55_41;
                            end else if(timeout) begin
                                cmd8_cnt <= cmd8_cnt + 3'd1;
                                if (cmd8_cnt == 3'b111) begin
                                    sdv1_maybe <= 1'b1;
                                    sdcmd_stat <= CMD55_41;
                                end
                            end
                CMD55_41:   if(~timeout && ~syntaxe)
                                sdcmd_stat <= ACMD41;
                ACMD41  :   if(~timeout && ~syntaxe && resparg[31]) begin
                                card_type <= sdv1_maybe ? SDv1 : (resparg[30] ? SDHCv2 : SDv2);
                                sdcmd_stat <= CMD2;
                            end else begin
                                sdcmd_stat <= CMD55_41;
                            end
                CMD2    :   if(~timeout && ~syntaxe)
                                sdcmd_stat <= CMD3;
                CMD3    :   if(~timeout && ~syntaxe) begin
                                rca <= resparg[31:16];
                                sdcmd_stat <= CMD7;
                            end
                CMD7    :   if(~timeout && ~syntaxe) begin
                                clkdiv  <= FASTCLKDIV;
                                sdcmd_stat <= CMD55_6;
                            end
                CMD55_6:   if(~timeout && ~syntaxe)
                                sdcmd_stat <= ACMD6;
                ACMD6   :   if(~timeout && ~syntaxe)
                                sdcmd_stat <= CMD16;
                            else
                                sdcmd_stat <= CMD55_6;
                CMD16   :   if(~timeout && ~syntaxe)
                                sdcmd_stat <= READY;
                CMD24   :   if(~timeout && ~syntaxe)
                                sdcmd_stat <= WRITING;
                CMD17   :   if(~timeout && ~syntaxe)
                                sdcmd_stat <= READING;
                            else
                                set_cmd(1, 128, 17, sectoraddr);    
                default :
		  ;	      
            endcase
        end
    end
integer i;   
always @ (posedge clk or negedge rstn)
    if(~rstn) begin
        outen   <= 1'b0;
        outaddr <= 0;
        outbyte <= 0;
        sdclkl  <= 1'b0;
        sddat_stat <= RWAIT;
        ridx    <= 0;
        sddatoe <= 0;
        sddatout <= 4'd15;       
    end else begin
        outen   <= 1'b0;
        sdclkl  <= sdclk;
        if(sdcmd_stat!=WRITING && sdcmd_stat!=CMD17 && sdcmd_stat!=READING ) begin
            sddat_stat <= RWAIT;
            ridx   <= 0;
        end else if(~sdclkl & sdclk) begin
            case(sddat_stat)
                RWAIT   : begin
		    if(sdcmd_stat == WRITING) begin
                        sddat_stat <= WDATA;
		        sddatoe <= 1;	 
                        for(i=0;i<4;i=i+1) data_crc[i] <= 16'h0000;
                        ridx   <= 0;
                        outaddr<= 0;
		        sddatout <= 4'd0;   
		    end else begin		   
                        if(~sddatin[0]) begin
                           sddat_stat <= RDATA;
                           ridx   <= 0;
                           for(i=0;i<4;i=i+1) data_crc[i] <= 16'h0000;
                        end else begin
                            if(ridx > 1000000)       
                                sddat_stat <= RTIMEOUT;
                            ridx   <= ridx + 1;
		       end
                    end
                end  
	        WDATA : begin
                    if(ridx[0] == 1'b0) begin
                       for(i=0;i<4;i=i+1) 
			  data_crc[i] <= CalcCrc16(data_crc[i], inbyte[i+4]);
		       sddatout <= inbyte[7:4];		       
		       wdata <= inbyte[3:0];
		    end else begin
                       for(i=0;i<4;i=i+1) 
			 data_crc[i] <= CalcCrc16(data_crc[i], wdata[i]);
		       sddatout <= wdata;
                       outaddr<= ridx[9:1]+9'd1;
		    end
                    if(ridx >= 128*8-1) begin
                        sddat_stat <= WCRC;
                        ridx   <= 0; 
                    end else begin
                        ridx   <= ridx + 1;
                    end
		end
	        WCRC : begin
		   for(i=0;i<4;i=i+1) 
		     sddatout[i] <= data_crc[i][4'd15 - ridx[3:0]];
                    if(ridx >= 2*8-1) begin
                        sddat_stat <= WWAITACK;
                        ridx   <= 0; 
                    end else begin
                        ridx   <= ridx + 1;
                    end
		end
	        WWAITACK : begin
                   sddatoe <= 0;	 
		   if(sddatin[0] == 0) begin
		      sddat_stat <= WACK;
                      ridx   <= 0; 
		   end else if(ridx > 1000000) begin
		      sddat_stat <= WERR;    
		      ridx   <= 0; 
		   end else begin
                      ridx   <= ridx + 1;
		   end
		end
	        WACK : begin
                    wack[2'd3 - ridx[1:0]] <= sddatin[0];
                    if(ridx >= 4-1) begin
                        sddat_stat <= WWAIT;
                        ridx   <= 0; 
                    end else begin
                        ridx   <= ridx + 1;
                    end
		end
	        WWAIT : begin
		   if(sddatin[0] == 1) begin
		      sddat_stat <= RTAIL;
                      ridx   <= 0; 
		   end else if(ridx > 1000000) begin
		      sddat_stat <= WERR;    
		      ridx   <= 0; 
		   end else begin
                      ridx   <= ridx + 1;
		   end
		end
                RDATA : begin
		    if(ridx[0]) outbyte[3:0] <= sddatin;
		    else        outbyte[7:4] <= sddatin;
                    for(i=0;i<4;i=i+1) data_crc[i] <= CalcCrc16(data_crc[i], sddatin[i]);
                    if(ridx[0] == 1) begin
                        outen  <= 1'b1;
                        outaddr<= ridx[9:1];
                    end
                    if(ridx >= 128*8-1) begin
                        sddat_stat <= RCRC;
                        ridx   <= 0; 
                        for(i=0;i<4;i=i+1) read_crc[i] <= 16'h0000;
                    end else begin
                        ridx   <= ridx + 1;
                    end
                end
                RCRC : begin
                   for(i=0;i<4;i=i+1) begin
		      read_crc[i][4'd15 - ridx[3:0]] <= sddatin[i];
		   end
                   if(ridx >= 2*8-1) begin
                        sddat_stat <= RTAIL;
                        ridx   <= 0; 
                    end else begin
                        ridx   <= ridx + 1;
		    end
		end
                RTAIL   : begin
                    if (ridx == 1) begin
	            end		       
                    if (ridx >= 8*8-1) begin
                        sddat_stat <= DONE;
		    end
                    ridx   <= ridx + 1;
                end
            endcase
        end
    end
endmodule
module sdcmd_ctrl (
    input  wire         rstn,
    input  wire         clk,
    output reg          sdclk,
    inout               sdcmd,
    input  wire  [15:0] clkdiv,
    input  wire         start,
    input  wire  [15:0] precnt,
    input  wire  [ 5:0] cmd,
    input  wire  [31:0] arg,
    output reg          busy,
    output reg          done,
    output reg          timeout,
    output reg          syntaxe,
    output wire  [31:0] resparg
);
initial {busy, done, timeout, syntaxe} = 0;
initial sdclk = 1'b0;
localparam [7:0] TIMEOUT = 8'd250;
reg sdcmdoe  = 1'b0;
reg sdcmdout = 1'b1;
assign sdcmd = sdcmdoe ? sdcmdout : 1'bz;
wire sdcmdin = sdcmdoe ? 1'b1 : sdcmd;
function  [6:0] CalcCrc7;
    input [6:0] crc;
    input [0:0] inbit;
begin
    CalcCrc7 = ( {crc[5:0],crc[6]^inbit} ^ {3'b0,crc[6]^inbit,3'b0} );
end
endfunction
reg  [ 5:0] req_cmd = 6'd0;     
reg  [31:0] req_arg = 0;        
reg  [ 6:0] req_crc = 7'd0;     
wire [51:0] request = {6'b111101, req_cmd, req_arg, req_crc, 1'b1};
reg         resp_st;
reg  [ 5:0] resp_cmd;
reg  [31:0] resp_arg;
assign resparg = resp_arg;
reg  [17:0] clkdivr = 18'h3FFFF;
reg  [17:0] clkcnt  = 0;
reg  [15:0] cnt1 = 0;
reg  [ 5:0] cnt2 = 6'h3F;
reg  [ 7:0] cnt3 = 0;
reg  [ 7:0] cnt4 = 8'hFF;
always @ (posedge clk or negedge rstn)
    if(~rstn) begin
        {busy, done, timeout, syntaxe} <= 0;
        sdclk <= 1'b0;
        {sdcmdoe, sdcmdout} <= 2'b01;
        {req_cmd, req_arg, req_crc} <= 0;
        {resp_st, resp_cmd, resp_arg} <= 0;
        clkdivr <= 18'h3FFFF;
        clkcnt  <= 0;
        cnt1 <= 0;
        cnt2 <= 6'h3F;
        cnt3 <= 0;
        cnt4 <= 8'hFF;
    end else begin
        {done, timeout, syntaxe} <= 0;
        clkcnt <= ( clkcnt < {clkdivr[16:0],1'b1} ) ? (clkcnt+18'd1) : 18'd0;
        if     (clkcnt == 18'd0)
          clkdivr <= {2'h0, clkdiv};  
        if (clkcnt == clkdivr)
            sdclk <= 1'b0;
        else if (clkcnt == {clkdivr[16:0],1'b1} )
            sdclk <= 1'b1;
        if(~busy) begin
            if(start) busy <= 1'b1;
            req_cmd <= cmd;
            req_arg <= arg;
            req_crc <= 0;
            cnt1 <= precnt;
            cnt2 <= 6'd51;
            cnt3 <= TIMEOUT;
            cnt4 <= 8'd134;
        end else if(done) begin
            busy <= 1'b0;
        end else if( clkcnt == clkdivr) begin
            {sdcmdoe, sdcmdout} <= 2'b01;
            if     (cnt1 != 16'd0) begin
                cnt1 <= cnt1 - 16'd1;
            end else if(cnt2 != 6'h3F) begin
                cnt2 <= cnt2 - 6'd1;
                {sdcmdoe, sdcmdout} <= {1'b1, request[cnt2]};
                if(cnt2>=8 && cnt2<48) req_crc <= CalcCrc7(req_crc, request[cnt2]);
            end
        end else if( clkcnt == {clkdivr[16:0],1'b1} && cnt1==16'd0 && cnt2==6'h3F ) begin
            if(cnt3 != 8'd0) begin
                cnt3 <= cnt3 - 8'd1;
                if(~sdcmdin)
                    cnt3 <= 8'd0;
                else if(cnt3 == 8'd1)
                    {done, timeout, syntaxe} <= 3'b110;
            end else if(cnt4 != 8'hFF) begin
                cnt4 <= cnt4 - 8'd1;
                if(cnt4 >= 8'd96)
                    {resp_st, resp_cmd, resp_arg} <= {resp_cmd, resp_arg, sdcmdin};
                if(cnt4 == 8'd0) begin
                    {done, timeout} <= 2'b10;
                    syntaxe <= resp_st || ((resp_cmd!=req_cmd) && (resp_cmd!=6'h3F) && (resp_cmd!=6'd0));
                end
            end
        end
    end
endmodule
==> flow/run.sh <==
#!/bin/bash
# OpenROAD 26Q1-2900-gdf79404cd8, Yosys 0.63+post, stock flow scripts
make -C /OpenROAD-flow-scripts/flow DESIGN_CONFIG=/design/flow/config.mk WORK_HOME=/design/flow/orfs finish
==> flow/config.mk <==
export PLATFORM = sky130hd
export DESIGN_NAME = sd_rw
export DESIGN_NICKNAME = sd_rw
export VERILOG_FILES = /design/flow/design.v
export SDC_FILE = /design/flow/constraint.sdc
export NUM_CORES = 4
export LEC_CHECK = 1
export CORE_UTILIZATION = 50
==> flow/constraint.sdc <==
current_design sd_rw

set clk_period 11.6
set clk_io_pct 0.2

create_clock -name clk0 -period $clk_period [get_ports {clk}]

set non_clock_inputs [all_inputs -no_clocks]
set_input_delay [expr $clk_period * $clk_io_pct] -clock clk0 $non_clock_inputs
set_output_delay [expr $clk_period * $clk_io_pct] -clock clk0 [all_outputs]
==> impl_metrics.ini <==
; generated from flow reports
[synthesis]
ys_chip_area_um2 = 19100
synth-edff-count = 68
synth-simple-area-share = 0.190
ys_sh_adder = 0.0216
ys.flop_type = dfrtp_1
synthesis.area_um2 = 19100
synth_warnings = 6
synth-cells-yosys = 1845
syn_inst = 1845
postSynthSeqShare = 0.520
synth_cell_type_count = 74
ys_sh_aoi = 0.117
async_flop_share = 0.822
syn_avg_cell_area_um2 = 10.4
mux_share = 0.0922
ys_top_logic_family = simple AND/OR/NAND/NOR gates
ys_sh_xor = 0.0284
ys_ff = 383

[outcome]
flow.stopped_at = clock tree synthesis (4_1_cts)
stop_error = [error] [KeplerFormal.cpp:679] Workflow failed: Iso has multiple drivers: .sddat0, sddat[0]$_DFFE_PN1P_.Q0
status = did not finish

[clock_network]
cts_buffer_depth = 3
cts_buffers = 43
cts_resized = 0
cts_setup_buffers = 0
root_buffer = clkbuf_16
clkSinkCount = 383
cts.hold.buffers_added = 0
htreeDepth = 2

[placement]
gp_congestion = 0.925
dp_hpwl_um = 28500
io_buffers = 70
placed_area_um2 = 20300
dp.cells = 2348

[die]
rows = 71
fp.dieH_um = 198
fp-utilization = 0.508
die_w_um = 198
io_pins = 76
==> stage by stage <==
stage	power (mW)	utilization	hold WS (ps)	worst slack, ps
3_5_place_dp	1.44	0.539	456	6900
2_1_floorplan	1.40	-	354	5650
3_3_place_gp	1.44	0.539	451	6900
==> cells in the mapped netlist, types with 7 or more instances <==
library cell  number  area [um2]
xor2_1            30         263
o21ai_0           74         370
nand2b_1          13        81.3
mux4_2            31         698
nor3_1            37         185
and3_1            24         150
o21a_1            14         105
edfxtp_1          68        2040
dfstp_2           23         604
a31oi_1           14        87.6
a22oi_1           10        75.1
nor2b_1           14        87.6
or3_1             12        75.1
xnor2_1           32         280
o21ai_1           27         135
mux2_2            60         676
dfrtp_1          292        7310
nand2_1          287        1080
or4_1             13        97.6
a22o_1            31         272
o221ai_1           7        61.3
and2_1            71         444
mux2i_1           39         390
a21o_1            36         270
o22ai_1            8        50.1
o211ai_1           8        60.1
buf_1             10        37.5
nor4_1            19         119
or2_2             12        75.1
nor2_1           112         420
inv_1             42         158
a21oi_1           70         350
nand3_1           67         335
clkbuf_1          90         338
ha_1              33         413
nand4_1           21         131
nor3b_1            9        67.6
==> cells by family after synthesis <==
| family | after synthesis |
|---|---|
| compound gates | 344 |
| flops | 383 |
| fa+ha+maj | 33 |
| mux | 130 |
| simple gates | 744 |
| xor+xnor | 62 |
| buf+inv | 149 |
Power is estimated from default activity; no workload was simulated.
